==> /design/flow/design.v <==
`timescale 1ns / 1ps
module Branch_Unit(
    input [2:0] Funct3,
    input [63:0] ReadData1, ReadData2,
    output reg sel
);
    always @(*) begin
        case(Funct3)
            3'b000: sel = (ReadData1 == ReadData2);            
            3'b001: sel = (ReadData1 != ReadData2);            
            3'b100: sel = ($signed(ReadData1) < $signed(ReadData2));   
            3'b101: sel = ($signed(ReadData1) >= $signed(ReadData2));   
            3'b110: sel = (ReadData1 < ReadData2);             
            3'b111: sel = (ReadData1 >= ReadData2);            
            default: sel = 1'b0;
        endcase
    end
endmodule
==> /design/flow/run.sh <==
#!/bin/bash
# OpenROAD 26Q1-2900-gdf79404cd8, Yosys 0.63+post, stock flow scripts
make -C /OpenROAD-flow-scripts/flow DESIGN_CONFIG=/design/flow/config.mk WORK_HOME=/design/flow/orfs finish
==> /design/flow/config.mk <==
export PLATFORM = sky130hd
export DESIGN_NAME = Branch_Unit
export DESIGN_NICKNAME = Branch_Unit
export VERILOG_FILES = /design/flow/design.v
export SDC_FILE = /design/flow/constraint.sdc
export NUM_CORES = 4
export LEC_CHECK = 1
export CORE_UTILIZATION = 40
==> /design/flow/constraint.sdc <==
current_design Branch_Unit

set clk_period 4.5
set clk_io_pct 0.2

create_clock -name clk0 -period $clk_period

set non_clock_inputs [all_inputs -no_clocks]
set_input_delay [expr $clk_period * $clk_io_pct] -clock clk0 $non_clock_inputs
set_output_delay [expr $clk_period * $clk_io_pct] -clock clk0 [all_outputs]
==> out/metrics.cfg <==
[power]
ir_drop_mv = 0.0464
leakage_nw = 1.62
power_frac_comb_pct = 100.0
internal_power_w = 0.000164
p_seq_share_pct = 0
power.switching_w = 0.0000893
pwr-share-clk_pct = 0
totalPowerFinal_w = 0.000253
switching_share_pct = 35.3
power_density_mw_per_mm2 = 79.6

[yosys]
synthMuxAreaShare_pct = 0
synth.area.top_cells = ha_1, inv_1, a21oi_1
yosysTopAreaCell = ha_1
synthTopCellsByCount = inv_1, ha_1, a21oi_1
simple_gate_area_share_pct = 19.9
synth-warning-count = 1
synthesis.area_sq_mm = 0.00174
ys_sh_xor_pct = 0.502
adder_share_pct = 45.9
synth_cells = 243
synth_seq_share_pct = 0
yosysCellCount = 243
aoi_share_pct = 19.3
netlist.area_leader.share_pct = 45.9
synth.most_common_cell = inv_1
yosysChipArea_sq_mm = 0.00174
synthTopLogicFamily = adder cells
synthesis.area_per_instance_sq_um = 7.18
synth_cell_types = 34

[hold_path]
hold_path_class = input pin to output port

[floorplanning]
die_x_um = 68.0
core_area_sq_mm = 0.00409
die_height_um = 68.0
die_area_sq_mm = 0.00463
fp_util_pct = 42.7
rows = 23
ios = 132

[final_timing]
max_freq_mhz = 242
finalCritPeriodShare_pct = 91.7
setup_viol = 0
fin_hold_ws_ns = 2.66
hold_viol = 0
setup_slack_ns = 0.374
maxSlewViolCount = 0
rsz0062_at_grt = false
period_needed_ns = 4.13
worst_pin_slew_ns = 0.433
maxSlewHeadroom_pct = 70.4

[setup_path]
cp_cell_sequence = clkdlybuf4s50_1 -> inv_1 -> ha_1 -> a21oi_2 -> o21ai_0 -> a221o_1 -> o311a_1 -> o31ai_1 -> nand2_1 -> nor4b_4 -> dlymetal6s2s_1
slowest_delay_ns = 0.46
critPathLaunchType = input pin
end_kind = output port
cp_max_fo = 2
cp_slowest_cell = clkdlybuf4s50_1
crit_type = input pin to output port
worstPathRequired_ns = 3.60
crit_arrival_ns = 3.23

[detailed_routing]
vias_per_cell = 4.73
wl_mm = 4.25
postRouteAntennaNets = 0
drt-pass1-iter-count = 4
initialDrtViolationCount = 29
wire_per_inst_um = 9.93
vias = 2024
num_antenna_cells = 0
drcViolationCount = 0

[cells_and_area]
ff_count = 0
layout.cells.non_filler = 428
finish.utilization_pct = 77.7
flop_area_sq_um = 0
area_growth_pct = 82.1
layout-drive-gt1-share_pct = 3.97
clock_buffers = 0

[place]
routabilityCongestion = 0.788
port_buffers = 132
dp_hpwl_mm = 4.06
pre_cts_slack_ns = -0.0133
dp.cells = 428

[global_routing]
track_usage_pct = 17.4
grt_pass1_wl_mm = 6.44
grt_pass1_vias = 1686
grt_max_degree = 6
grt_overflow = 0
antenna_found_initial = 0

[clock_network]
postCtsSetupBuffers = 0

[flow_run]
warnings = 33
max-cap-violations = 0

[run_status]
outcome = complete, no violations

## worst paths after layout
kind	start	end	slack, ns	depth (start not counted)
setup / recovery	ReadData2[5]	sel	0.37	11
hold / removal	Funct3[2]	sel	2.66	4
## worst max-delay path, delay by kind of cell
family | cells | cell delay (ns)
compound gates | 5 | 1.18
buf+inv | 3 | 0.65
fa+ha+maj | 1 | 0.30
simple gates | 2 | 0.21
## logic make-up (layout without fill, tap and decap cells)
family,count (synthesis),after routing
simple gates,56,56
xor+xnor,1,1
fa+ha+maj,64,64
compound gates,55,55
buf+inv,67,202
## area by class of cell
class	instances	area [sq um]
inverter	67	251
fill	293	911
timing repair buffer	135	1350
multi-input combinational	176	1520
tap	50	62.6
## metrics by stage
| stage | area [sq um] | setup TNS [ns] |
|---|---|---|
| floorplan | 1740 | 0 |
| global placement | 3150 | 0 |
| detailed placement | 3150 | -0.0133 |
| CTS | 3160 | 0 |
| global route | 3180 | 0 |
| finish | 3180 | 0 |
## power by group through the flow
stage                 combinational (W)  clock [W]  sequential, W
after CTS                      0.000255          0              0
final                          0.000253          0              0
after global routing           0.000286          0              0
## routing by layer
| layer | part of all wire, % | vias to the layer above | GRT usage, % |
|---|---|---|---|
| li1 | - | 1132 | - |
| met1 | 47 | 821 | 23.6 |
| met2 | 45 | 71 | 31.7 |
| met3 | 8.1 | 0 | 1.35 |
| met4 | 0 | 0 | 0 |
| met5 | 0 | - | 0 |
## cell usage in the layout (no fill, tap or decap), types with 2 or more instances in the layout
cell,instances
a211oi_1,2
a21boi_0,2
a21o_1,3
a21oi_1,29
a221o_1,2
and4_1,4
buf_4,3
clkdlybuf4s50_1,131
ha_1,64
inv_1,67
nand2_1,15
nand3_1,7
nand4_1,11
nor2_1,4
nor2b_1,2
nor3_1,2
nor4_2,3
o211ai_1,2
o21ai_0,6
## what timing repair did
item,CTS,global route
setup endpoints to repair,1,1
pin swaps,0,6
hold buffers,0,0
resized,2,3
No activity file was given, so power comes from the tool's default toggle rates.
